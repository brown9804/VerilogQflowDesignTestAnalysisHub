==> design/flow/design.v <==
`timescale 	1ns				/ 1ps
module arbiter (
  clk,    
  rst,    
  req3,   
  req2,   
  req1,   
  req0,   
  gnt3,   
  gnt2,   
  gnt1,   
  gnt0   
);
input           clk;    
input           rst;    
input           req3;   
input           req2;   
input           req1;   
input           req0;   
output          gnt3;   
output          gnt2;   
output          gnt1;   
output          gnt0;   
wire    [1:0]   gnt       ;   
wire            comreq    ; 
wire            beg       ;
wire   [1:0]    lgnt      ;
wire            lcomreq   ;
reg             lgnt0     ;
reg             lgnt1     ;
reg             lgnt2     ;
reg             lgnt3     ;
reg             lasmask   ;
reg             lmask0    ;
reg             lmask1    ;
reg             ledge     ;
always @ (posedge clk)
if (rst) begin
  lgnt0 <= 0;
  lgnt1 <= 0;
  lgnt2 <= 0;
  lgnt3 <= 0;
end else begin                                     
  lgnt0 <=(~lcomreq & ~lmask1 & ~lmask0 & ~req3 & ~req2 & ~req1 & req0)
        | (~lcomreq & ~lmask1 &  lmask0 & ~req3 & ~req2 &  req0)
        | (~lcomreq &  lmask1 & ~lmask0 & ~req3 &  req0)
        | (~lcomreq &  lmask1 &  lmask0 & req0  )
        | ( lcomreq & lgnt0 );
  lgnt1 <=(~lcomreq & ~lmask1 & ~lmask0 &  req1)
        | (~lcomreq & ~lmask1 &  lmask0 & ~req3 & ~req2 &  req1 & ~req0)
        | (~lcomreq &  lmask1 & ~lmask0 & ~req3 &  req1 & ~req0)
        | (~lcomreq &  lmask1 &  lmask0 &  req1 & ~req0)
        | ( lcomreq &  lgnt1);
  lgnt2 <=(~lcomreq & ~lmask1 & ~lmask0 &  req2  & ~req1)
        | (~lcomreq & ~lmask1 &  lmask0 &  req2)
        | (~lcomreq &  lmask1 & ~lmask0 & ~req3 &  req2  & ~req1 & ~req0)
        | (~lcomreq &  lmask1 &  lmask0 &  req2 & ~req1 & ~req0)
        | ( lcomreq &  lgnt2);
  lgnt3 <=(~lcomreq & ~lmask1 & ~lmask0 & req3  & ~req2 & ~req1)
        | (~lcomreq & ~lmask1 &  lmask0 & req3  & ~req2)
        | (~lcomreq &  lmask1 & ~lmask0 & req3)
        | (~lcomreq &  lmask1 &  lmask0 & req3  & ~req2 & ~req1 & ~req0)
        | ( lcomreq & lgnt3);
end 
assign beg = (req3 | req2 | req1 | req0) & ~lcomreq;
always @ (posedge clk)
begin                                     
  lasmask <= (beg & ~ledge & ~lasmask);
  ledge   <= (beg & ~ledge &  lasmask) 
          |  (beg &  ledge & ~lasmask);
end 
assign lcomreq = ( req3 & lgnt3 )
                | ( req2 & lgnt2 )
                | ( req1 & lgnt1 )
                | ( req0 & lgnt0 );
assign  lgnt =  {(lgnt3 | lgnt2),(lgnt3 | lgnt1)};
always @ (posedge clk )
if( rst ) begin
  lmask1 <= 0;
  lmask0 <= 0;
end else if(lasmask) begin
  lmask1 <= lgnt[1];
  lmask0 <= lgnt[0];
end else begin
  lmask1 <= lmask1;
  lmask0 <= lmask0;
end 
assign comreq = lcomreq;
assign gnt    = lgnt;
assign gnt3   = lgnt3;
assign gnt2   = lgnt2;
assign gnt1   = lgnt1;
assign gnt0   = lgnt0;
endmodule
==> design/flow/run.sh <==
#!/bin/bash
# OpenROAD 26Q1-2900-gdf79404cd8, Yosys 0.63+post, stock flow scripts
make -C /OpenROAD-flow-scripts/flow DESIGN_CONFIG=/design/flow/config.mk WORK_HOME=/design/flow/orfs finish
==> design/flow/config.mk <==
export PLATFORM = sky130hd
export DESIGN_NAME = arbiter
export DESIGN_NICKNAME = arbiter
export VERILOG_FILES = /design/flow/design.v
export SDC_FILE = /design/flow/constraint.sdc
export NUM_CORES = 4
export LEC_CHECK = 1
export CORE_AREA = 10 10 70 70
export DIE_AREA = 0 0 80 80
==> design/flow/constraint.sdc <==
current_design arbiter

set clk_period 2.7
set clk_io_pct 0.2

create_clock -name clk0 -period $clk_period [get_ports {clk}]

set non_clock_inputs [all_inputs -no_clocks]
set_input_delay [expr $clk_period * $clk_io_pct] -clock clk0 $non_clock_inputs
set_output_delay [expr $clk_period * $clk_io_pct] -clock clk0 [all_outputs]
==> changes_impl.md <==
### Changed

- Core ar.: 3420 µm²
- Post-Syn Instances: 49
- Root buf cell: clkbuf_4
- Slew Limit Fails: 0
- Post-synth EDFFs: 0
- Clock Skew: 0.00359 ns
- Log Warnings: 25
- Drt first pass iters: 4
- CTS sink cnt: 8
- CTS buffer count: 3
- Final hold viol count: 0
- Area growth syn-to-layout: 38.4%
- Dominant register cell: dfxtp_1
- Largest net degree at the start of global routing: 9
- CP Data Arrival Time: 2.07 ns
- YS chip area: 400 µm²
- DP Wirelength: 807 µm
- Total number of vias: 405
- Die Wd: 80 µm
- Worst-Margin Slew: 0.365 ns
- Chip area: 6400 µm²
- Avg Cell Area, Syn: 8.17 µm²
- Clock input transition at the sequential cells of the worst setup and hold paths: 0.05 ns
- Commonest cells post-synth: 8 x dfxtp_1, 8 x nor2_1, 5 x a21oi_1
- Maximum root-to-sink buffer count: 2
- Fill count: 391
- Core Util at FP: 0.117
- Clk ins delay skew pair: 0.25 ns
- Pre-CTS setup slack: 0.528 ns
- Crit end category: flop
- DR DRC count: 0
- Min cycle time layout: 1.93 ns
- Yosys Warn Count: 1
- WL per Instance: 10.1 µm
- Final Worst Setup Slack: 0.772 ns
- Global Route Usage Sum: 0.0360
- Post-CTS sizing: 0
- Max H-tree Level: 1
- Vias per inst: 3.86
- Synth Seq Share: 0.400
- Cell area after synthesis: 400 µm²
- Fmax: 0.519 GHz
- Min-delay worst type: flop to flop
- Pwr per Cell Area: 771 nW/µm²
- Synthesis-stage register bit count: 8
- Layout cells sized above 1: 0.0678
- Diode count: 0
- Async S/R FF share, synth: 0
- Leak: 0.194 nW
- Final setup violation count: 0
- RSZ-0062 raised after global routing: false
- Ys cells: 49
- Max-slew headroom: 0.755
- CTS tree: built
- Die height: 80 µm
- Reg2reg start: lgnt3$_SDFF_PP0_
- Rows: 21
- Starting DRT DRC Count: 17
- Type of the worst setup path: input pin to flop
- Buffers on Ports: 9
- Post-route ant nets: 0
- Setup TNS: 0 ns
- I/O pin total: 10
- WP data required: 2.84 ns
- Hold buffer count at cts: 0
- Worst Min Path Start: ledge$_DFF_P_
- Max rail drop VDD: 0.000105 V
- Distinct cell type count after synthesis: 24
- Status: completed
- Crit path max fanout: 7
- First-pass GRT wire length: 1880 µm
- Setup crit start: req3
- Final GP Congestion: 0.880
- Yosys top cell by area: dfxtp_1
- CP Launch Type: input pin
- Share of the synthesized area in the top cell type: 0.400
- Initial antenna violation count: 0
- Period Utilization, post-route: 0.714
- Total of max-cap violations: 0
- Vias in the first global route: 414
- Post-synth area hogs: dfxtp_1 40%, nor2_1 7.5%, a21oi_1 6.3%, o22ai_1 4.7%, nor4_1 3.1%
- Grt total ovfl: 0
- Routed wire length: 1060 µm
- Post-CTS Repair Setup Buffers: 0
==> logic make-up (layout without fill, tap and decap cells) <==
logic type	after synthesis	in the layout	share of synthesized area
simple gates	17	17	0.194
xor+xnor	1	1	0.0219
compound gates	18	18	0.316
buf+inv	5	15	0.0687
flops	8	8	0.400
==> per-layer routing <==
metal / part of all wire / up-vias / GRT usage
met1: 0.46 / 185 / 0.0476
met4: 0.0075 / 0 / 0.0106
li1: - / 204 / -
met2: 0.43 / 14 / 0.0490
met3: 0.11 / 2 / 0.0193
met5: 0 / - / 0
==> layout by cell type, fill, tap and decap left out, types with 2 or more instances in the layout <==
master,synthesis,routed
a21oi_1,5,5
clkbuf_4,0,3
clkdlybuf4s50_1,0,9
dfxtp_1,8,8
inv_1,3,3
nand2_1,2,2
nand3_1,2,2
nor2_1,8,8
nor4_1,2,2
o22ai_1,3,3
==> through the flow <==
stage	util	hold slack, ns	total power, mW	area [µm²]	std cells
after floorplan	-	0.417	0.294	400	49
after global placement	0.156	0.437	0.339	532	102
after detailed placement	0.156	0.443	0.340	532	102
after CTS	0.162	0.449	0.432	554	105
after global routing	0.162	0.485	0.472	554	105
final	0.162	0.449	0.428	554	105
==> worst max-delay path, stage by stage <==
cell	delay, ns
clkdlybuf4s50_1	0.52
a22o_2	0.31
or2_1	0.30
and3_1	0.20
a41o_1	0.19
==> worst paths after layout <==
kind	cells past startpoint	slack (ns)	endpoint
setup / recovery	5	0.77	lgnt1$_SDFF_PP0_
hold / removal	1	0.45	lasmask$_DFF_P_
setup reg to reg	4	1.33	lgnt1$_SDFF_PP0_
hold reg to reg	1	0.45	lasmask$_DFF_P_
==> where the power goes <==
group | switching, mW | leakage [nW] | internal (mW)
logic | 0.0604 | 0.114 | 0.0801
registers | 0.0439 | 0.0660 | 0.154
clock network | 0.0382 | 0.0138 | 0.0507
==> state kept, by name (all words and copies together), names as in the netlist <==
name,flops
lasmask,1
ledge,1
lgnt0,1
lgnt1,1
lgnt2,1
lgnt3,1
lmask0,1
lmask1,1
==> cell type report <==
type	instances	area [µm²]	area share
clock buffers	3	22.5	0.0406
inverters	3	11.3	0.0203
multi-input cells	36	213	0.384
flip-flops and latches	8	160	0.289
well taps	46	57.6	0.104
repair buffers	9	90.1	0.163
No activity file was given, so power comes from the tool's default toggle rates.
