<file path="flow/config.mk">
export PLATFORM = sky130hd
export DESIGN_NAME = counter
export DESIGN_NICKNAME = counter
export VERILOG_FILES = /design/flow/design.v
export SDC_FILE = /design/flow/constraint.sdc
export NUM_CORES = 4
export LEC_CHECK = 1
export CORE_AREA = 10 10 70 70
export DIE_AREA = 0 0 80 80
</file>
<file path="flow/constraint.sdc">
current_design counter

set clk_period 1.7
set clk_io_pct 0.2

create_clock -name clk0 -period $clk_period [get_ports {clk}]

set non_clock_inputs [all_inputs -no_clocks]
set_input_delay [expr $clk_period * $clk_io_pct] -clock clk0 $non_clock_inputs
set_output_delay [expr $clk_period * $clk_io_pct] -clock clk0 [all_outputs]
</file>
<file path="flow/design.v">
`timescale 	1ns				/ 1ps
module counter (
input wire enable,
input wire clk,
input wire reset,
input wire [1:0]  mode,  
input wire [3:0]  D,
output reg  load,
output reg  rco,  
output reg [3:0]  Q
);
reg [3:0] mem;
reg wload, wrco;
always@(posedge  clk) begin
	if ( reset == 1) begin
		 wload <= 0;  
		 wrco <= 0;  
		 mem <= 4'b00;
	end  
else begin  
	if ( enable == 0) begin
		 mem <= 4'bZZ;
		 wload <= 0;
		 wrco <= 0;
	end  
	else begin  
	case(mode)
	 2'b00:   begin
				 mem <= mem + 3;
				 wload <= 0;
				if (mem == (2**4 - 1) || (mem >= 13))begin  
					 wrco <= 1;
				end  
				else begin  
					 wrco <= 0;
				end  
			end  
		2'b01:  begin
				 mem <= mem - 1;
				 wload <= 0;
				if (mem == (2**4 - 1))begin  
					 wrco <= 1;
				end  
				else begin  
					 wrco <= 0;
				end  
			 end  
		2'b10: begin
			 mem <= mem + 1;
			 wload <= 0;
			if (mem == (2**4 - 1))begin  
				 wrco <= 1;
			end  
			else begin  
				 wrco <= 0;
			end  
		end  
		2'b11: begin
			 mem <=  D;
			 wrco <= 0;
			 wload <= 1;  
			if (mem == (2**4 - 1)) begin  
				 wrco <= 1;
			end  
			else begin  
				 wrco <= 0;
			end  
		end  
		 default: begin  
				mem <= mem;
		 end  
		endcase  
	end  
end  
end  
always @(*) begin
	Q = mem;
	load = wload;
	rco = wrco;
end
endmodule
</file>
<file path="flow/run.sh">
#!/bin/bash
# OpenROAD 26Q1-2900-gdf79404cd8, Yosys 0.63+post, stock flow scripts
make -C /OpenROAD-flow-scripts/flow DESIGN_CONFIG=/design/flow/config.mk WORK_HOME=/design/flow/orfs finish
</file>
==> results.py <==
# Synthesis and PnR figures
metrics = {
    "global_routing": {
        "grt_max_degree": 8,
        "grt_pass1_wl_um": 1480,
        "grt_overflow": 0,
        "track_usage_pct": 2.77,
        "antenna_found_initial": 0,
        "grt_pass1_vias": 326,
    },
    "final_timing": {
        "hold_ws_ns": 0.455,
        "drv_slew": 0,
        "finalCritPeriodShare_pct": 92.0,
        "finalSetupViolCount": 0,
        "finalSetupTns_ns": 0,
        "slew_headroom_pct": 80.9,
        "finalClockSkew_ns": 0.000411,
        "fmax_mhz": 639,
        "rsz0062_at_grt": "no",
        "tightest_slew_ns": 0.286,
        "finalHoldViolations": 0,
        "timing.final.crit_period_ns": 1.56,
    },
    "worst_setup_path": {
        "end_kind": "output pin",
        "critPathMaxStageDelay_ns": 0.52,
        "cpMaxStageDelayCell": "clkdlybuf4s50_1",
        "start_kind": "flip-flop",
        "cp_data_arrival_time_ns": 1.22,
        "cp.required_ns": 1.36,
        "cpLargestDelayFamily": "buffers and inverters",
        "crit_type": "reg2out",
        "critPathBufInv": 1,
        "critPathMaxFanout": 6,
        "crit_chain": "clkdlybuf4s50_1",
    },
    "logic_synthesis": {
        "ys_cells": 34,
        "ys_ff": 6,
        "yosys_warnings": 2,
        "ys_types": 20,
        "top_cells_by_area": "dfxtp_1, ha_1, fa_1",
        "syn_inst": 34,
        "ys.flop_type": "dfxtp_1",
        "ys_seq_share_pct": 34.9,
        "synth-async-reset-ratio_pct": 0,
        "top_cell_area_share_pct": 34.9,
        "top_area_cell": "dfxtp_1",
        "synth_area_um2": 344,
        "postSynthAreaPerCell_um2": 10.1,
        "yosys_area_um2": 344,
        "edf_count": 0,
    },
    "power_and_ir_drop": {
        "pwr-share-clk_pct": 28.2,
        "power.total_uw": 455,
        "power_frac_seq_pct": 38.7,
        "power_density_mw_per_mm2": 749,
        "switchingPower_uw": 119,
        "p_int_uw": 336,
        "p_sw_share_pct": 26.2,
        "p_leak_nw": 0.241,
        "power_frac_comb_pct": 33.1,
        "peakVddDrop_mv": 0.120,
    },
    "hold_path": {
        "hold_path_class": "in2reg",
    },
    "route": {
        "drcViolationCount": 0,
        "drt_iter0_drc": 16,
        "final_antenna_net_count": 0,
        "routedWlPerCell_um": 9.13,
        "vias": 319,
        "n_antenna_cell": 0,
        "via_per_inst": 3.10,
        "wl_um": 940,
        "drt_pass1_iterations": 2,
    },
    "die": {
        "ios": 15,
        "die_y_um": 80,
        "die_area_mm2": 0.00640,
        "die-width_um": 80,
        "fp_util_pct": 10.1,
        "core-area_mm2": 0.00342,
        "core.rowCount": 21,
    },
    "placed_design": {
        "post-place-cells": 98,
        "dp_hpwl_um": 745,
        "place_congestion": 0.798,
        "port_buffers": 14,
    },
    "cts": {
        "cts_tree": "done",
        "clockBufferDepth": 2,
        "path_clk_slew_ns": 0.04,
        "cts_sinks": 6,
        "insertion_delay_ns": 0.24,
        "clock-root-buffer": "clkbuf_4",
        "cts_buffers": 3,
        "cts_hold_buf": 0,
        "htreeDepth": 1,
    },
    "finish": {
        "fin_util_pct": 17.8,
        "drive_gt1_share_pct": 26.3,
        "stdcell_count": 103,
        "area_growth_pct": 76.4,
    },
    "status": {
        "status": "complete, no violations",
    },
    "run": {
        "warnings": 25,
        "max-cap-violations": 0,
    },
}
-- area by class of cell --
cell class              instances  area, um^2
well taps                      46        57.6
multi-input cells              28         231
flip-flops and latches          6         120
repair buffers                 20         175
fillers                       379        2810
clock buffers                   3        22.5
-- state kept, by name (all words and copies together), names as in the netlist --
signal  cells
mem         4
wload       1
wrco        1
-- per-layer routing --
layer / GRT usage [%] / vias to the layer above / routed length [um]
met2: 4.25 / 10 / 404
met1: 3.43 / 138 / 427
met4: 0.880 / 0 / 8
met3: 1.14 / 2 / 99
li1: - / 169 / -
met5: 0 / - / 0
-- placed cells by master, fill, tap and decap left out, drive strengths merged, types with 2 or more instances in the layout --
master         count
or2b               2
and2b              2
buf                6
clkdlybuf4s50     12
a21oi              3
ha                 2
a211oi             2
nor2               4
nand2              2
clkbuf             5
dfxtp              6
-- through the flow --
| stage | instance area, um^2 | setup slack [ns] |
|---|---|---|
| global placement | 572 | -0.484 |
| detailed placement | 572 | -0.504 |
| finish | 607 | 0.136 |
| floorplan | 344 | 0.0197 |
| CTS | 616 | 0.0110 |
| global route | 607 | 0.0696 |
-- power by group through the flow --
stage | Clock [mW] | Combinational, mW | Sequential [mW]
4_1_cts | 0.133 | 0.154 | 0.177
5_1_grt | 0.136 | 0.166 | 0.179
6_report | 0.128 | 0.150 | 0.176
-- worst paths after layout --
| check | from | endpoint | slack [ns] | cells after the start |
|---|---|---|---|---|
| worst max-delay path | mem[0] | Q[0] | 0.14 | 1 |
| worst min-delay path | mode[0] | mem[3] | 0.45 | 3 |
| worst max register to register | mem[1] | mem[3] | 0.17 | 5 |
| worst min register to register | mem[2] | wrco | 0.52 | 2 |
-- Yosys cell counts (2+ instances only) --
master and n:
dfxtp_1 6, nor2_1 4, a211oi_1 2, a21oi_1 2
and2b_1 2, ha_1 2, nand2_1 2, or2b_1 2
-- cell families after synthesis --
family,share of synthesized area (%)
AND/OR/NAND/NOR,23.6
multiplexers,4.36
AND-OR/OR-AND,18.9
adder cells (fa/ha/maj),13.1
flip-flops,34.9
XOR/XNOR,5.09
-- timing repair --
action	in CTS	in global routing
pin swaps	3	3
setup buffers	2	0
gates cloned	0	0
setup endpoints to repair	2	1
resized	4	3
Power figures rest on the tool's default switching activity, not on a simulated workload.
