[flow/constraint.sdc]
current_design uart

set clk_period 2.1
set clk_io_pct 0.2

create_clock -name clk0 -period $clk_period [get_ports {rxclk}]
create_clock -name clk1 -period $clk_period [get_ports {txclk}]

set non_clock_inputs [all_inputs -no_clocks]
set_input_delay [expr $clk_period * $clk_io_pct] -clock clk0 $non_clock_inputs
set_output_delay [expr $clk_period * $clk_io_pct] -clock clk0 [all_outputs]
[flow/config.mk]
export PLATFORM = sky130hd
export DESIGN_NAME = uart
export DESIGN_NICKNAME = uart
export VERILOG_FILES = /design/flow/design.v
export SDC_FILE = /design/flow/constraint.sdc
export NUM_CORES = 4
export LEC_CHECK = 1
export CORE_UTILIZATION = 50
[flow/run.sh]
#!/bin/bash
# OpenROAD 26Q1-2900-gdf79404cd8, Yosys 0.63+post, stock flow scripts
make -C /OpenROAD-flow-scripts/flow DESIGN_CONFIG=/design/flow/config.mk WORK_HOME=/design/flow/orfs finish
[flow/design.v]
`timescale 	1ns				/ 1ps
module uart (
reset          ,
txclk          ,
ld_tx_data     ,
tx_data        ,
tx_enable      ,
tx_out         ,
tx_empty       ,
rxclk          ,
uld_rx_data    ,
rx_data        ,
rx_enable      ,
rx_in          ,
rx_empty
);
input        reset          ;
input        txclk          ;
input        ld_tx_data     ;
input  [7:0] tx_data        ;
input        tx_enable      ;
output       tx_out         ;
output       tx_empty       ;
input        rxclk          ;
input        uld_rx_data    ;
output [7:0] rx_data        ;
input        rx_enable      ;
input        rx_in          ;
output       rx_empty       ;
reg [7:0]    tx_reg         ;
reg          tx_empty       ;
reg          tx_over_run    ;
reg [3:0]    tx_cnt         ;
reg          tx_out         ;
reg [7:0]    rx_reg         ;
reg [7:0]    rx_data        ;
reg [3:0]    rx_sample_cnt  ;
reg [3:0]    rx_cnt         ;  
reg          rx_frame_err   ;
reg          rx_over_run    ;
reg          rx_empty       ;
reg          rx_d1          ;
reg          rx_d2          ;
reg          rx_busy        ;
always @ (posedge rxclk or posedge reset)
if (reset) begin
  rx_reg        <= 0; 
  rx_data       <= 0;
  rx_sample_cnt <= 0;
  rx_cnt        <= 0;
  rx_frame_err  <= 0;
  rx_over_run   <= 0;
  rx_empty      <= 1;
  rx_d1         <= 1;
  rx_d2         <= 1;
  rx_busy       <= 0;
end else begin
  rx_d1 <= rx_in;
  rx_d2 <= rx_d1;
  if (uld_rx_data) begin
    rx_data  <= rx_reg;
    rx_empty <= 1;
  end
  if (rx_enable) begin
    if (!rx_busy && !rx_d2) begin
      rx_busy       <= 1;
      rx_sample_cnt <= 1;
      rx_cnt        <= 0;
    end
    if (rx_busy) begin
       rx_sample_cnt <= rx_sample_cnt + 1;
       if (rx_sample_cnt == 7) begin
          if ((rx_d2 == 1) && (rx_cnt == 0)) begin
            rx_busy <= 0;
          end else begin
            rx_cnt <= rx_cnt + 1; 
            if (rx_cnt > 0 && rx_cnt < 9) begin
              rx_reg[rx_cnt - 1] <= rx_d2;
            end
            if (rx_cnt == 9) begin
               rx_busy <= 0;
               if (rx_d2 == 0) begin
                 rx_frame_err <= 1;
               end else begin
                 rx_empty     <= 0;
                 rx_frame_err <= 0;
                 rx_over_run  <= (rx_empty) ? 0 : 1;
               end
            end
          end
       end 
    end 
  end
  if (!rx_enable) begin
    rx_busy <= 0;
  end
end
always @ (posedge txclk or posedge reset)
if (reset) begin
  tx_reg        <= 0;
  tx_empty      <= 1;
  tx_over_run   <= 0;
  tx_out        <= 1;
  tx_cnt        <= 0;
end else begin
   if (ld_tx_data) begin
      if (!tx_empty) begin
        tx_over_run <= 0;
      end else begin
        tx_reg   <= tx_data;
        tx_empty <= 0;
      end
   end
   if (tx_enable && !tx_empty) begin
     tx_cnt <= tx_cnt + 1;
     if (tx_cnt == 0) begin
       tx_out <= 0;
     end
     if (tx_cnt > 0 && tx_cnt < 9) begin
        tx_out <= tx_reg[tx_cnt -1];
     end
     if (tx_cnt == 9) begin
       tx_out <= 1;
       tx_cnt <= 0;
       tx_empty <= 1;
     end
   end
   if (!tx_enable) begin
     tx_cnt <= 0;
   end
end
endmodule
==> results.py <==
# Generated from Yosys and OpenROAD reports
metrics = {
    "synth": {
        "synth_cells": 229,
        "ys_chip_area_sq_mm": 0.00244,
        "enable_flop_cells": 0,
        "syn_area_sq_mm": 0.00244,
        "area_leaders": "dfrtp_1 (38%), mux2_2 (8.3%), ha_1 (7.7%), dfstp_2 (5.4%), nand2_1 (2.6%)",
        "top_area_share_pct": 37.9,
        "synthArstFlopShare_pct": 100,
        "ys_cells": 229,
        "yosys.cell_types.count": 51,
        "ys_seq_share_pct": 43.3,
        "syn_avg_cell_area_sq_um": 10.7,
        "synth_warnings": 1,
        "ys_ff": 42,
        "flop_cell": "dfrtp_1",
        "yosys.area.top_type": "dfrtp_1",
    },
    "final_timing": {
        "slew_violations": 0,
        "grt_setup_unrepaired": "true",
        "slew_headroom_pct": 57.0,
        "finalSetupViolations": 8,
        "tns_ns": -6.52,
        "finalHoldViolCount": 0,
        "fin_skew_ns": 0.00471,
        "max_slew.worst_pin.slew_ns": 0.644,
        "setup_ws_ns": -1.47,
    },
    "grt": {
        "grt_use_total_pct": 21.4,
        "antenna_found_initial": 0,
        "grt_pass1_wl_mm": 8.60,
        "first_global_vias": 1927,
        "grt_start_max_net_pins": 43,
        "grt_overflow": 0,
    },
    "setup_path": {
        "rr_startpoint": "rx_cnt[0]$_DFFE_PP0P_",
        "cpPeakStageDelay_ns": 0.54,
        "ff2ff_path_depth": 10,
        "crit_arrival_ns": 3.73,
        "slowest_stage": "or4_4",
        "worstPathCellList": "buf_4 -> o21ai_1 -> a21oi_2 -> o21ai_2 -> ha_4 -> or4_1 -> or4_1 -> or3_1 -> or4_4 -> mux2_4",
        "cp-start-kind": "flip-flop",
        "required_ns": 2.26,
        "critPathMaxFanout": 14,
        "endpoint_kind": "flip-flop",
        "critical_path_class": "reg -> reg",
        "rrSetupSlack_ns": -1.47,
        "r2r_end": "rx_reg[0]$_DFFE_PP0P_",
        "crit_top_cell": "or4_1",
    },
    "die": {
        "initCoreUtil_pct": 51.7,
        "core-area_sq_mm": 0.00472,
        "dieArea_sq_mm": 0.00516,
        "dieWidth_um": 71.9,
        "io_pins": 27,
        "chipHeight_um": 71.9,
        "rows": 25,
    },
    "worst_hold_path": {
        "hold_class": "reg -> reg",
        "min_from": "rx_d1$_DFF_PP1_",
        "whs_endpoint": "rx_d2$_DFF_PP1_",
        "hold_depth": 0,
    },
    "power": {
        "comb_power_share_pct": 44.0,
        "peakVddDrop_v": 0.000671,
        "sequentialPowerShare_pct": 32.4,
        "power.density_mw_per_mm2": 871,
        "switching_share_pct": 32.1,
        "p_clk_share_pct": 23.6,
        "intPower_mw": 1.95,
        "leakage_nw": 1.42,
        "switching_power_mw": 0.919,
    },
    "routing": {
        "firstDrtPassIters": 4,
        "detail_route.wirelength_mm": 5.02,
        "postRouteAntennaNets": 0,
        "drc_errors": 0,
        "wire_per_inst_um": 14.4,
        "antenna-diode-count": 0,
        "drt_iter0_markers": 84,
        "detail_route.vias_per_cell": 5.48,
        "vias": 1913,
    },
    "outcome": {
        "violations": "setup timing",
        "status": "complete, but fails checks",
    },
    "cts": {
        "cts_tree": "built",
        "holdBufCountCts": 0,
        "clk_pin_slew_ns": 0.09,
        "cts_num_sinks": 42,
    },
    "cells_and_area": {
        "syn2layout_area_growth_pct": 34.8,
        "final_cells": 349,
        "final_layout_top_logic_cells": "dfrtp_1 (37), buf_4 (30), clkdlybuf4s50_1 (25)",
        "fillers": 310,
        "design_area_sq_mm": 0.00329,
        "lay_top_count": "dfrtp_1",
        "drive_above_1_share_pct": 35.1,
    },
    "placed_design": {
        "port-buffer-count": 25,
        "gp_congestion": 0.812,
        "dp_hpwl_mm": 3.44,
        "placed_cell_area_sq_mm": 0.00292,
        "place_inst": 332,
    },
    "flow_run": {
        "warnings": 36,
        "cap_violations": 0,
    },
}
[routing by layer]
layer  track usage, %  routed length, um  vias up
met2             32.7               2380       23
met3             1.85                 88        2
met5                0                  0        -
met1             36.2               2520      949
met4             2.83                 23        0
li1                 -                  -      939
[stage by stage]
step                setup WS, ns  power, mW  hold slack (ns)  util (%)
global placement           -1.40       1.85            0.348      61.7
CTS                        -1.46       2.75            0.361      67.5
floorplan                  -1.65       1.63            0.345         -
finish                     -1.47       2.86            0.359      69.6
global route               -1.56       3.04            0.367      69.6
detailed placement         -1.46       1.90            0.347      61.7
[area by class of cell]
class	count	area (sq um)	area share, %
Inverter	12	47.5	1.45
Multi-Input combinational cell	162	1470	44.5
Tap cell	67	83.8	2.55
Timing Repair Buffer	58	509	15.5
Sequential cell	42	1060	32.1
Clock inverter	1	30.0	0.913
Clock buffer	7	96.3	2.93
[synthesized netlist by cell type (2+ instances only)]
| library cell | number |
|---|---|
| nor4_1 | 4 |
| o21ai_0 | 12 |
| xnor2_1 | 2 |
| mux4_2 | 2 |
| inv_1 | 12 |
| nor4b_1 | 2 |
| o31ai_1 | 4 |
| and3_1 | 3 |
| or3_1 | 9 |
| clkbuf_1 | 8 |
| clkbuf_8 | 2 |
| a21oi_1 | 6 |
| mux2_2 | 18 |
| a21boi_0 | 2 |
| nor3b_1 | 5 |
| mux2_1 | 4 |
| nor3_1 | 7 |
| nor2_1 | 8 |
| nand2_1 | 17 |
| o21ai_1 | 2 |
| or4_1 | 4 |
| ha_1 | 15 |
| a2bb2oi_1 | 3 |
| nor2b_1 | 4 |
| dfstp_2 | 5 |
| dfrtp_1 | 37 |
| nand4b_1 | 2 |
| o211ai_1 | 2 |
| nand3_1 | 4 |
| buf_6 | 2 |
| xor2_1 | 2 |
[power by group through the flow]
stage	Combinational [mW]	Sequential, mW	Clock (mW)
after CTS	1.13	0.927	0.697
final	1.26	0.928	0.677
after global routing	1.38	0.939	0.721
[critical path: cells and delay by family (launching register included)]
family,cells,cell delay [ns]
muxes,1,0.30
AOI/OAI and AO/OA,3,0.49
DFF,1,0.42
adders and majority gates,1,0.24
buffers and inverters,1,0.22
and+or+nand+nor,4,1.79
[worst max path at each step]
stage	from	end	depth (start not counted)
4_1_cts	rx_cnt[0]$_DFFE_PP0P_	rx_reg[0]$_DFFE_PP0P_	12
5_1_grt	rx_cnt[0]$_DFFE_PP0P_	rx_reg[0]$_DFFE_PP0P_	12
6_report	rx_cnt[0]$_DFFE_PP0P_	rx_reg[0]$_DFFE_PP0P_	10
[timing repair]
| item | in CTS | in global routing |
|---|---|---|
| pin swaps | 4 | 6 |
| resized | 24 | 12 |
| buffers inserted | 5 | 5 |
| endpoints found under the setup margin | 8 | 8 |
[cell families (layout without fill, tap and decap cells)]
family	count (synthesis)	count (layout)	synth area share (%)
buffers and inverters	25	78	5.44
adders and majority gates	15	15	7.69
xor gates and xnor gates	4	4	1.44
and+or+nand+nor	76	76	18.2
AOI/OAI and AO/OA	42	42	11.5
DFF	42	42	43.3
muxes	25	25	12.4
No activity file was given, so power comes from the tool's default toggle rates.
